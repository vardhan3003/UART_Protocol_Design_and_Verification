==> design.v <==
`timescale 1ns / 1ps 
module uart(
    input clk,
    input start,
    input [7:0] txin,
    output reg tx, 
    input rx,
    output [7:0] rxout,
    output rxdone, txdone
    );
 parameter clk_value = 100_000;
 parameter baud = 9600;
 parameter wait_count = clk_value / baud;
 reg bitDone = 0;
 integer count = 0;
 parameter idle = 0, send = 1, check = 2;
 reg [1:0] state = idle;
 always@(posedge clk)
 begin
  if(state == idle)
    begin 
    count <= 0;
    end
  else begin
    if(count == wait_count)
       begin
        bitDone <= 1'b1;
        count   <= 0;  
       end
    else
       begin
       count   <= count + 1;
       bitDone <= 1'b0;  
      end    
  end
 end
 reg [9:0] txData;
 integer bitIndex = 0;
 reg [9:0] shifttx = 0;
 always@(posedge clk)
 begin
 case(state)
 idle : 
     begin
           tx       <= 1'b1;
           txData   <= 0;
           bitIndex <= 0;
           shifttx  <= 0;
            if(start == 1'b1)
              begin
                txData <= {1'b1,txin,1'b0};
                state  <= send;
              end
            else
              begin           
               state <= idle;
              end
     end
  send: begin
           tx <= txData[bitIndex];
           state <= check;
           shifttx  <= {txData[bitIndex], shifttx[9:1]};
  end 
  check: 
  begin
               if(bitIndex <= 9) 
                  begin
                    if(bitDone == 1'b1)
                     begin
                     state <= send;
                     bitIndex <= bitIndex + 1;
                     end
                 end
                else
                begin
                state <= idle;
                bitIndex <= 0;
                end
            end
 default: state <= idle;
 endcase
 end
assign txdone = (bitIndex == 9 && bitDone == 1'b1) ? 1'b1 : 1'b0;
 integer rcount = 0;
 integer rindex = 0;
 parameter ridle = 0, rwait = 1, recv = 2, rcheck = 3;
 reg [1:0] rstate;
 reg [9:0] rxdata;
 always@(posedge clk)
 begin
 case(rstate)
 ridle : 
     begin
      rxdata <= 0;
      rindex <= 0;
      rcount <= 0;
         if(rx == 1'b0)
          begin
           rstate <= rwait;
          end
         else
           begin
           rstate <= ridle;
           end
     end
rwait : 
begin
      if(rcount < wait_count / 2)
         begin
          rcount <= rcount + 1;
          rstate <= rwait;
         end
     else
       begin
          rcount <= 0;
          rstate <= recv;
          rxdata <= {rx,rxdata[9:1]}; 
       end
end
recv : 
begin
     if(rindex <= 9) 
      begin
      if(bitDone == 1'b1) 
        begin
        rindex <= rindex + 1;
        rstate <= rwait;
        end
      end
      else
        begin
        rstate <= ridle;
        rindex <= 0;
        end
end
default : rstate <= ridle;
 endcase
 end
assign rxout = rxdata[8:1]; 
assign rxdone = (rindex == 9 && bitDone == 1'b1) ? 1'b1 : 1'b0;
 endmodule
==> run.sh <==
#!/bin/bash
# OpenROAD 26Q1-2900-gdf79404cd8, Yosys 0.63+post, stock flow scripts
make -C /OpenROAD-flow-scripts/flow DESIGN_CONFIG=/design/flow/config.mk WORK_HOME=/design/flow/orfs finish
==> config.mk <==
export PLATFORM = sky130hd
export DESIGN_NAME = uart
export DESIGN_NICKNAME = uart
export VERILOG_FILES = /design/flow/design.v
export SDC_FILE = /design/flow/constraint.sdc
export NUM_CORES = 4
export LEC_CHECK = 1
export CORE_UTILIZATION = 30
==> constraint.sdc <==
current_design uart

set clk_period 6.9
set clk_io_pct 0.2

create_clock -name clk0 -period $clk_period [get_ports {clk}]

set non_clock_inputs [all_inputs -no_clocks]
set_input_delay [expr $clk_period * $clk_io_pct] -clock clk0 $non_clock_inputs
set_output_delay [expr $clk_period * $clk_io_pct] -clock clk0 [all_outputs]
==> reports/metrics.yaml <==
clock-sinks: 152
antenna_found_initial: 0
avgRoutedWirePerCell_um: 12.7
hold_viol: 0
setup_slack_ps: 3220
drtIter0Drc: 281
drtPass1Iterations: 20
max_freq_mhz: 272
power.density_nw_per_um2: 370
ys.flops: 152
critPathMaxStageDelay_ps: 520
crit_family: "simple AND/OR/NAND/NOR gates"
p_leak_uw: 0.00293
flop_cell: "edfxtp_1"
tns_ps: 0
ir_drop_uv: 146
grt_pass1_wl_um: 24400
yosysUniqueCellTypes: 49
post-route-period-util: 0.533
vias: 5417
clock_power_share: 0.253
worstSetupPathType: "reg -> out"
yosysSeqAreaShare: 0.536
ys_area_um2: 7920
cts_hold_buffers: 0
combPwrFrac: 0.221
openroad.warnings: 31
drc_errors: 0
rsz0062_at_grt: "false"
clkTransAtPathRegs_ps: 60
maxCapViolCount: 0
area_growth_pct: 14.1
syn_area_per_cell_um2: 10.3
drv_slew: 0
cp-end-kind: "output port"
core-area_um2: 26000
switchingPower_uw: 1130
p_sw_frac: 0.340
cts_buffers: 17
critPathBufInv: 1
finalSetupViolCount: 0
final_layout_size_suffix_gt1_frac: 0.0702
die_x_um: 164
skew_ps: 9.27
grt_max_degree: 33
track_usage: 0.115
internal-power_uw: 2200
ys_async_sr_fraction: 0
ctsResizeCount: 0
fp.dieH_um: 164
dieArea_um2: 27000
cts_tree: "yes"
port_buffers: 21
finalCriticalPeriod_ps: 3680
hp-class: "reg -> reg"
grt_overflow: 0
cts-root-buf: "clkbuf_16"
num_rows: 59
critPathSlowestCell: "clkdlybuf4s50_1"
edf_count: 120
vias_per_cell: 4.78
worstPathRequired_ps: 5520
initCoreUtil: 0.305
total_power_uw: 3340
tightest_slew_ps: 897
htreeDepth: 4
ys_warn_count: 1
crit_fanout: 5
ios: 22
relSlewSlack: 0.397
status: "completed"
syn-instance-count: 767
post-cts-setup-buffers: 0
syn_area_um2: 7920
share_seq_of_total_power: 0.526
grt_pass1_vias: 5121
clock_path_buffers: 2
dp_slack_ps: 3680
ant_nets: 0
dp_hpwl_um: 9270
clock_latency_ps: 420
ys_cells: 767
critPathArrivalTime_ps: 2300
antennaDiodeCount: 0
critPathLaunchType: "register"
crit_chain: "nor4_1 > nand4_1 > nor3_1 > clkdlybuf4s50_1"
totalWireLength_um: 14300
place_congestion: 0.806
[per-stage QoR]
step                      hold slack (ps)  cell area [um2]   util  std cells
after global placement                478             8500  0.327       1101
final                                 499             9030  0.348       1133
after detailed placement              486             8500  0.327       1101
after global routing                  571             9030  0.348       1133
after floorplan                       453             7920      -        767
after CTS                             499             9030  0.348       1133
[cell families (layout without fill, tap and decap cells)]
| family | after synthesis | in the layout | share of synthesized area |
|---|---|---|---|
| AND-OR/OR-AND | 27 | 27 | 0.0215 |
| XOR/XNOR | 113 | 113 | 0.125 |
| adder cells (fa/ha/maj) | 10 | 10 | 0.0158 |
| buffers and inverters | 57 | 88 | 0.0345 |
| flip-flops | 152 | 152 | 0.536 |
| multiplexers | 3 | 3 | 0.00553 |
| AND/OR/NAND/NOR | 405 | 405 | 0.261 |
[worst paths after layout]
kind / from / end / slack [ps] / cells after the start
setup / recovery: bitIndex[6] / txdone / 3220 / 4
hold / removal: count[0] / count[0] / 500 / 1
setup reg to reg: bitIndex[6] / bitIndex[12] / 4010 / 6
hold reg to reg: count[0] / count[0] / 500 / 1
[power groups by stage]
stage                 combinational, uW  sequential (uW)  clock (uW)
after CTS                           748             1750         873
after global routing                831             1810         910
final                               737             1750         846
[per-layer routing]
metal / global-route usage / share of wire / vias to the layer above / wire [um]
li1: - / - / 2787 / -
met1: 0.182 / 0.51 / 2519 / 7260
met2: 0.172 / 0.44 / 93 / 6360
met3: 0.0274 / 0.036 / 18 / 518
met4: 0.0154 / 0.015 / 0 / 212
met5: 0 / 0 / - / 0
[synth_stat cells, types with 10 or more instances]
library cell	count	share of area
nor2_1	142	0.067
and2_1	23	0.018
xnor2_1	40	0.044
nor4_1	31	0.025
inv_1	21	0.010
ha_1	10	0.016
and3_1	21	0.017
nand2_1	41	0.019
nand3_1	48	0.030
clkbuf_1	22	0.010
nand4_1	44	0.035
dfxtp_1	32	0.081
xor2_1	73	0.081
nor3_1	20	0.013
edfxtp_1	120	0.46
[layout by cell type, fill, tap and decap left out, drive strengths merged, types with 20 or more instances in the layout]
cell type	count
clkdlybuf4s50	21
nor4	32
dfxtp	32
nor3	20
clkbuf	22
and2	23
xnor2	40
and3	21
xor2	73
nand2	41
nand3	49
edfxtp	120
inv	23
nor2	142
nand4	45
[flip-flops by register name (all words and copies together), names as in the netlist]
| name | count |
|---|---|
| txData | 9 |
| rxdata | 9 |
| rindex | 32 |
| bitDone | 1 |
| bitIndex | 32 |
| rcount | 32 |
| count | 32 |
| state | 2 |
| rstate | 2 |
| tx | 1 |
[cell type report]
| type | instances | area (um2) |
|---|---|---|
| timing repair buffer | 35 | 315 |
| sequential | 152 | 4240 |
| clock inverter | 10 | 71.3 |
| multi-input combinational | 558 | 3440 |
| fill | 2565 | 17000 |
| clock buffer | 22 | 464 |
| tap | 335 | 419 |
| inverter | 21 | 78.8 |
